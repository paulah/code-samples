`/design/flow/design.v`:
```
`timescale 1ns / 1ps
module combinational_array_block(
    input X,
    input Y,
	 input SumIn,
    input Cin,
    output SumOut,
    output Cout
    );
wire inter, sum, c;
assign inter = X&Y;
full_adder f1(SumIn, inter, Cin, sum, c);
assign SumOut = sum;
assign Cout = c; 
endmodule
`timescale 1ns / 1ps
module combinational_array_mult(
    input A3,
    input A2,
    input A1,
    input A0,
    input B3,
    input B2,
    input B1,
    input B0,
    output S0,
    output S1,
    output S2,
    output S3,
    output S4,
    output S5,
    output S6,
    output S7
    );
wire s1, s2, s3, s4, s5, s6, s7, s8, s9, s10, s11, s12;
wire c1, c2, c3, c4, c5, c6, c7, c8, c9, c10, c11, c12, c13, c14, c15;
wire sum0, sum1, sum2, sum3, sum4, sum5, sum6, sum7;
combinational_array_block h1(A0, B0, 0, 0, sum0, c1);
combinational_array_block h2(A1, B0, 0, 0, s2, c2);
combinational_array_block G1(A0, B1, s2, c1, sum1, c5);
combinational_array_block h3(A2, B0, 0, 0, s3, c3);
combinational_array_block G2(A1, B1, s3, c2, s6, c6);
combinational_array_block G4(A0, B2, s6, c5, sum2, c9);
combinational_array_block h4(A3, B0, 0, 0, s4, c4); 
combinational_array_block G3(A2, B1, s4, c3, s7, c7);
combinational_array_block G5(A1, B2, s7, c6, s10, c10);
combinational_array_block G7(A0, B3, s10, c9, sum3, c13);
combinational_array_block f1(A3, B1, c13, c4, s8, c8);
combinational_array_block G6(A2, B2, s8, c7, s11, c11);
combinational_array_block G8(A1, B3, s11, c10, sum4, c14);
combinational_array_block f2(A3, B2, c14, c8, s12, c12);
combinational_array_block G9(A2, B3, s12, c11, sum5, c15);
combinational_array_block f3(A3, B3, c15, c12, sum6, sum7);
assign S0 = sum0;
assign S1 = sum1;
assign S2 = sum2;
assign S3 = sum3;
assign S4 = sum4;
assign S5 = sum5;
assign S6 = sum6;
assign S7 = sum7;
endmodule
`timescale 1ns / 1ps
module full_adder(
    input a,
    input b,
    input cin,
    output sum,
    output cout
    );
assign sum=a^(b^cin);
assign cout=a&b | b&cin | a&cin; 
endmodule
```
`/design/flow/run.sh`:
```
#!/bin/bash
# OpenROAD 26Q1-2900-gdf79404cd8, Yosys 0.63+post, stock flow scripts
make -C /OpenROAD-flow-scripts/flow DESIGN_CONFIG=/design/flow/config.mk WORK_HOME=/design/flow/orfs finish
```
`/design/flow/config.mk`:
```
export PLATFORM = sky130hd
export DESIGN_NAME = combinational_array_mult
export DESIGN_NICKNAME = combinational_array_mult
export VERILOG_FILES = /design/flow/design.v
export SDC_FILE = /design/flow/constraint.sdc
export NUM_CORES = 4
export LEC_CHECK = 1
export CORE_AREA = 10 10 70 70
export DIE_AREA = 0 0 80 80
```
`/design/flow/constraint.sdc`:
```
current_design combinational_array_mult

set clk_period 6.2
set clk_io_pct 0.2

create_clock -name clk0 -period $clk_period

set non_clock_inputs [all_inputs -no_clocks]
set_input_delay [expr $clk_period * $clk_io_pct] -clock clk0 $non_clock_inputs
set_output_delay [expr $clk_period * $clk_io_pct] -clock clk0 [all_outputs]
```
==> Slide: Implementation Results <==
Flow Results at a Glance

Route
  – Via density: between 2 and 3
  – DR iter-0 viols: 5
  – Ant. Diodes: 0
  – Drt wl/cell: roughly 9.2 um
  – Post-route ant nets: 0
  – Final wirelength: ~920 um
  – 1st-pass router iterations: 2
  – DRC viols: 0
  – Detailed-route via count: around 290

Worst setup path
  – Crit-path max FO: 4
  – Critical Path Most Common Cell: fa_1
  – Worst EP required: 4960 ps
  – Critical path class: in -> out
  – Crit start category: input port
  – Critical path, cell by cell: buf_8 -> and2_4 -> ha_4 -> inv_2 -> fa_1 -> inv_1 -> fa_2 -> ha_4 -> fa_1 -> fa_2 -> fa_1 -> inv_2 -> fa_2 -> inv_2 -> fa_1 -> buf_2
  – Crit. Startpoint: A3
  – Arrival @ worst endpoint: approximately 5200 ps
  – Crit path max-delay cell type: fa_1
  – Max incr delay on CP: 510 ps
  – Setup crit end kind: primary output

Logic synthesis
  – Top cell area share: a little under half
  – Netlist cell types: 5
  – Warnings from Yosys: 8
  – Seq/Total Area, Yosys: 0%
  – Post-synthesis cell count: 36
  – Top cells, area: fa_1, and2_1, ha_1
  – Syn avg cell area: 9.31 sq um
  – Ys cells: 36
  – Largest area contributor in the netlist: fa_1
  – Synthesized area: approximately 340 sq um
  – Synthesis area per yosys: around 340 sq um

Floorplanning
  – Die H: about 80 um
  – I/O pins: 16
  – Chip area: about 6400 sq um
  – Die width: roughly 80 um
  – Std-Cell Rows: 21
  – Core area: between 3000 and 4000 sq um
  – Fp util: between 9 and 10%

Hold path
  – Worst hold-check path type: in -> out
  – HP Start: A3
  – Hold EP: S7
  – Hold path depth: 4

Finish
  – Util after Layout: roughly 18%
  – Clock buffer count: 0
  – Layout cells sized above 1: 51.9%
  – FILL cells: about 380
  – Flip-flop and latch area: 0 sq um
  – Logic area: 378 sq um
  – FFs & Latches: 0
  – Area growth syn-to-layout: 88.1%
  – Final Instance Area: ~630 sq um

GRT
  – Congestion Overflow GR: 0
  – Global-route wire length before repair: roughly 1600 um
  – Global-route usage over all layers: under 10%
  – Largest net degree at the start of global routing: 5
  – Antenna violations before repair: 0
  – Vias in the first global route: between 300 and 400

Final timing
  – Slew headroom: between 80% and 90%
  – Unrepaired setup endpoints after global routing: yes
  – Setup slack after layout: -197 ps
  – Fmax: approximately 0.16 GHz
  – Fin. Hold Viols: 0
  – Worst-margin pin slew: 159 ps
  – Clock period minus worst slack: 6400 ps
  – Setup Viol. Count Final: 1
  – Pins Over Slew Limit: 0
  – Tcrit/Tclk final: 103%

Pwr
  – P per Cell Area: between 80 and 90 nW/um^2
  – Pleak: roughly 0.27 nW
  – Max VDD drop: approximately 0.047 mV

Clock network
  – Hold buffers post-CTS: 0
  – Number of buffers added for setup after CTS: 0

Flow run
  – Tool Warnings: 34
  – Max Cap Viol: 0

Status
  – Status: finished, violations left
  – Violated checks: setup timing

Placed design
  – I/O Buffers: 16
  – Post-place setup slack: -990 ps
  – Final GP Congestion: roughly 0.83
  – HPWL after detailed placement: 804 um
  – Placement Cell Area: around 600 sq um
layout by cell type (no fill, tap or decap):
master           count
buf_4                1
fa_2                 4
fa_1                 4
clkdlybuf4s50_1      6
inv_2                5
ha_4                 4
nand2_1              2
buf_2                4
buf_6                4
inv_1                3
buf_8                1
and2_4               5
dlygate4sd2_1        2
and2_1               9
worst max-delay path by stage:
| stage | to | slack (ps) | cells past startpoint |
|---|---|---|---|
| 4_1_cts | S6 | -340 | 16 |
| 5_1_grt | S6 | -320 | 16 |
| 6_report | S6 | -200 | 16 |
cell usage after synthesis:
master / n
and2_1: 14
fa_1: 8
ha_1: 4
inv_1: 8
nand2_1: 2
cells by family after synthesis:
kind of cell | share of synthesized area (%)
adder cells (fa/ha/maj) | 62.7
buffers and inverters | 8.96
AND/OR/NAND/NOR | 28.4
area by class of cell:
type | instances | share of cell area, %
multi-input cells | 28 | 59.9
repair buffers | 18 | 26.2
inverters | 8 | 4.76
well taps | 46 | 9.13
per-stage QoR:
stage	instances	hold slack (ps)	TNS (ps)	power [W]
6_report	100	2930	-197	0.0000537
5_1_grt	100	2990	-464	0.0000627
4_1_cts	100	2950	-508	0.0000551
3_5_place_dp	100	3510	-2570	0.0000531
3_3_place_gp	100	3500	-2580	0.0000530
2_1_floorplan	36	2550	0	0.0000173
report_power, final:
group / internal (W) / switching [W]
logic: 0.0000340 / 0.0000197
clock network: 0 / 0
registers: 0 / 0
total: 0.0000340 / 0.0000197
repair_timing:
| action | in CTS | in global routing |
|---|---|---|
| endpoints found under the hold margin | 0 | 0 |
| gates resized | 53 | 2 |
| pin swaps | 15 | 5 |
| setup endpoints to repair | 3 | 3 |
| gates cloned | 0 | 0 |
worst max-delay path: cells and delay by family:
kind | cells | cell delay, ps
adders and majority gates | 9 | 3370
buffers and inverters | 6 | 400
and+or+nand+nor | 1 | 150
per-layer routing:
metal / vias to the layer above / track usage, % / share of wire [%]
met5: - / 0 / 0
met4: 0 / 0 / 0
met3: 0 / 0.568 / 7.5
met2: 13 / 4.25 / 36
met1: 134 / 5.14 / 56
li1: 142 / - / -
Power is estimated from default activity; no workload was simulated.
