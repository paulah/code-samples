--- flow/run.sh ---
#!/bin/bash
# OpenROAD 26Q1-2900-gdf79404cd8, Yosys 0.63+post, stock flow scripts
make -C /OpenROAD-flow-scripts/flow DESIGN_CONFIG=/design/flow/config.mk WORK_HOME=/design/flow/orfs finish
--- flow/config.mk ---
export PLATFORM = sky130hd
export DESIGN_NAME = booth_mult
export DESIGN_NICKNAME = booth_mult
export VERILOG_FILES = /design/flow/design.v
export SDC_FILE = /design/flow/constraint.sdc
export NUM_CORES = 4
export LEC_CHECK = 1
export CORE_AREA = 10 10 74 74
export DIE_AREA = 0 0 84 84
--- flow/constraint.sdc ---
current_design booth_mult

set clk_period 7.8
set clk_io_pct 0.2

create_clock -name clk0 -period $clk_period

set non_clock_inputs [all_inputs -no_clocks]
set_input_delay [expr $clk_period * $clk_io_pct] -clock clk0 $non_clock_inputs
set_output_delay [expr $clk_period * $clk_io_pct] -clock clk0 [all_outputs]
--- flow/design.v ---
`timescale 1ns / 1ps
module booth_encoder(
    input [2:0] select,
	 input [3:0] x,
	 output reg [7:0] product
	 );
always @(*) begin
	case(select)
		0: product <= 0;
		1: product <= x;
		2: product <= x;
		3: product <= 2*x;
		4: product <= -2*x;
		5: product <= -1*x;
		6: product <= -1*x;
		7: product <= 0;
	endcase
end
endmodule
`timescale 1ns / 1ps
module booth_mult(
    input [3:0] x,
	 input [3:0] y,
	 output [7:0] product
	 );
wire [7:0] p1;
wire [7:0] p2;
wire [7:0] p3;
booth_encoder be({y[1], y[0], 1'b0}, x, p1);
booth_encoder be2({y[3], y[2], y[1]}, x, p2);
booth_encoder be3({2'b00, y[3]}, x, p3);
assign product = p1 + (p2<<2) + (p3<<4);
endmodule
==> out/README.md <==
| Step | Parameter | Value |
|:---|:---|:---|
| status | Outcome | finished clean |
| floorplanning | Top Ports | 16 |
| critical path | Data arrival time of the critical path | 6.00 ns |
| route | Drt wl/cell | 11.0 um |
| route | Starting DRC count in detailed routing | 67 |
| route | Vias | 935 |
| floorplanning | Floorplan utilization | 0.226 |
| power | Cell leakage power | 0.607 nW |
| critical path | Slowest stage cell, crit path | sky130_fd_sc_hd__fa_1 |
| yosys | Register area share after synthesis | 0 |
| yosys | Top area cell types | sky130_fd_sc_hd__ha_1 21%, sky130_fd_sc_hd__fa_1 13%, sky130_fd_sc_hd__xnor2_1 7.8%, sky130_fd_sc_hd__o21ai_0 6.1%, sky130_fd_sc_hd__inv_1 5.4% |
| yosys | Max-area cell share | 0.209 |
| critical path | Kind of end point of the critical path | output port |
| critical path | Critical path peak fanout | 4 |
| global route | Number of antenna violations at the first check in global routing | 0 |
| critical path | Worst path max stage delay | 0.51 ns |
| final layout | Area growth, synth to finish | 50.7% |
| yosys | Count of unique library cells instantiated by Yosys | 32 |
| job | Tally of OpenROAD warnings | 32 |
| yosys | Yosys warns | 1 |
| power | P per Cell Area | 203 nW/um^2 |
| hold path | Class of the tightest hold or removal check | in2out |
| floorplanning | Core box area | 3970 um^2 |
| route | Number of detailed-routing iterations run before antenna repair | 4 |
| route | Post-detailed-routing wire length | 2250 um |
| floorplanning | Total Die Area | 7060 um^2 |
| final layout | Final design area excluding fillers | 1350 um^2 |
| floorplanning | Die span in y | 84 um |
| final layout | Fill cells | 414 |
| final timing | Portion of the clock cycle consumed by the worst path in the final layout | 0.969 |
| critical path | Ordered cell list for the critical path | clkdlybuf4s50_1 > inv_2 > fa_1 > buf_4 > xor2_1 > ha_1 > buf_4 > ha_4 > or3b_4 > o211ai_1 > o211ai_1 > fa_1 > inv_1 > ha_4 > a21oi_2 > xnor2_1 > xnor2_1 > xnor2_1 > dlygate4sd2_1 |
| final timing | Final setup fails | 0 |
| global route | Number of global-route vias before repair | 915 |
| yosys | Top cells by count | 15 x sky130_fd_sc_hd__ha_1, 13 x sky130_fd_sc_hd__inv_1, 13 x sky130_fd_sc_hd__nand2_1, 11 x sky130_fd_sc_hd__o21ai_0, 8 x sky130_fd_sc_hd__xnor2_1 |
| route | Post-DR vias/cell | 4.58 |
| yosys | Per-instance average area after synthesis | 7.49 um^2 |
| yosys | Post-synthesis cell count from yosys | 120 |
| route | Residual DRC count | 0 |
| global route | GR Overflow Total | 0 |
| floorplanning | Number of standard-cell rows in the floorplan | 23 |
| placed design | Placed wire-length estimate after detailed placement | 1920 um |
| critical path | Kind of start point of the critical path | primary input |
| final layout | Share of cells above drive strength 1 | 0.260 |
| floorplanning | Die width | 84 um |
| critical path | Crit path required time | 6.24 ns |
| job | Maximum capacitance violations | 0 |
| final layout | Final-layout clock buffer total | 0 |
| placed design | Instance area after placement | 1260 um^2 |
| critical path | Category of cells accounting for the largest share of critical-path delay | adder cells |
| route | # diodes | 0 |
| yosys | Post-Syn Area | 898 um^2 |
| final timing | Relative slew slack | 0.668 |
| final timing | Post-layout minimum cycle time | 7.56 ns |
| route | Antenna Nets Post-Route | 0 |
| final timing | Slew of the pin with the lowest slew margin | 0.496 ns |
| final layout | Num sequential | 0 |
| critical path | Count of buffer and inverter cells on the critical path | 6 |
| final timing | Number of pins exceeding their max-slew limit in the final report | 0 |
| final timing | Number of hold-slack violations in the final timing report | 0 |
| yosys | Cell with the most instances after synthesis | sky130_fd_sc_hd__ha_1 |
| yosys | Post-synth area from yosys stat | 898 um^2 |
| clocking | Quantity of hold-fixing buffers added after cts | 0 |
| global route | Pin count of the biggest net entering global routing | 19 |
| final timing | Peak clock frequency supported by timing | 132 MHz |
| yosys | Synthesized netlist cell count | 120 |
| critical path | Cell type with the highest occurrence count on the critical path | sky130_fd_sc_hd__xnor2_1 |
| placed design | Total of buffers placed on input and output ports | 16 |
| yosys | Library cell with the largest summed area after synthesis | sky130_fd_sc_hd__ha_1 |
| global route | Gr usage total | 0.0624 |
| critical path | Critical path start-end classification | in2out |
| final layout | Area of all sequential standard cells | 0 um^2 |
| placed design | GP Congestion | 0.831 |
| final layout | Share of the core filled with cells | 0.341 |
| global route | First-pass GRT wire length | 3950 um |
| power | Worst IR Drop VDD | 0.0999 mV |
| final timing | Min Hold Slack | 4.02 ns |
-- timing repair --
item                                   4_1_cts  5_1_grt
pin swaps                                   10        9
gates resized                                9       10
endpoints found under the hold margin        0        0
setup endpoints to repair                    1        1
setup buffers                                1        0
-- where the power goes --
group          switching (W)  internal [W]  total [W]
registers                  0             0          0
clock network              0             0          0
logic               0.000109      0.000165   0.000275
total               0.000109      0.000165   0.000275
-- worst paths after layout --
path | from | end | slack (ns) | cells past startpoint
setup / recovery | x[2] | product[7] | 0.24 | 19
hold / removal | x[1] | product[1] | 4.02 | 7
-- stage by stage --
| stage | total power, W | TNS, ns | std cells | setup slack, ns |
|---|---|---|---|---|
| floorplan | 0.000130 | 0 | 120 | 0.822 |
| global placement | 0.000251 | -0.290 | 203 | -0.290 |
| detailed placement | 0.000250 | -0.220 | 203 | -0.220 |
| CTS | 0.000270 | 0 | 204 | 0.192 |
| global route | 0.000311 | -0.00809 | 204 | -0.00809 |
| finish | 0.000275 | 0 | 204 | 0.244 |
-- per-layer routing --
metal,part of all wire,wire [um],up-vias,global-route usage
met2,0.41,924,18,0.103
li1,-,-,493,-
met5,0,0,-,0
met4,0.0071,16,0,0.00457
met1,0.54,1210,422,0.0885
met3,0.047,105,2,0.00591
-- area by class of cell --
type	count	area, um^2	share of cell area
well taps	50	62.6	0.0462
multi-input cells	102	908	0.671
inverters	13	48.8	0.0360
repair buffers	39	334	0.247
-- cells in the final DEF, fill, tap and decap left out, types with 3 or more instances in the layout --
cell type                         instances
sky130_fd_sc_hd__ha_4                     4
sky130_fd_sc_hd__a21oi_1                  4
sky130_fd_sc_hd__buf_4                   23
sky130_fd_sc_hd__nor2b_1                  4
sky130_fd_sc_hd__xor2_1                   3
sky130_fd_sc_hd__o21ai_0                  9
sky130_fd_sc_hd__fa_1                     4
sky130_fd_sc_hd__inv_1                   10
sky130_fd_sc_hd__clkdlybuf4s50_1         14
sky130_fd_sc_hd__inv_2                    3
sky130_fd_sc_hd__xnor2_1                  7
sky130_fd_sc_hd__nand2_1                 13
sky130_fd_sc_hd__a21o_1                   4
sky130_fd_sc_hd__o211ai_1                 4
sky130_fd_sc_hd__ha_1                    10
-- tightest hold or removal path, cell delays in order --
cell and delay (ns):
sky130_fd_sc_hd__dlymetal6s2s_1 0.14, sky130_fd_sc_hd__inv_2 0.07, sky130_fd_sc_hd__buf_4 0.09, sky130_fd_sc_hd__o21ai_0 0.06, sky130_fd_sc_hd__nand2_1 0.05, sky130_fd_sc_hd__o21ai_0 0.07
sky130_fd_sc_hd__clkdlybuf4s50_1 0.41
-- cell families after synthesis --
kind of cell | synth area share
multiplexers | 0.0223
AND-OR/OR-AND | 0.262
XOR/XNOR | 0.107
buffers and inverters | 0.0794
adder cells (fa/ha/maj) | 0.365
AND/OR/NAND/NOR | 0.164
Power is estimated from default activity; no workload was simulated.
