==> /design/flow/design.v <==
`timescale 1ns / 1ps
module shiftAdd(
	input clk,
	input reset,
	input [3:0] A,
	input [3:0] B,
	output reg [7:0] P
	 );
	reg [7:0] p1, p2, p3, p4;
always @(posedge clk) begin
	if(reset) begin
		P = 0;
	end
	else begin
		if(B == 0)
			P = 0;
		else begin
			if(B[0])
				p1 = A;
			else
				p1 = 0;
			if(B[1])
				p2 = (A <<< 1);
			else
				p2 = 0;
			if(B[2])
				p3 = (A <<< 2);
			else
				p3 = 0;
			if(B[3])
				p4 = (A <<< 3);
			else
				p4 = 0;
			P = p1 + p2 + p3 + p4;
		end
	end
end
endmodule
==> /design/flow/run.sh <==
#!/bin/bash
# OpenROAD 26Q1-2900-gdf79404cd8, Yosys 0.63+post, stock flow scripts
make -C /OpenROAD-flow-scripts/flow DESIGN_CONFIG=/design/flow/config.mk WORK_HOME=/design/flow/orfs finish
==> /design/flow/config.mk <==
export PLATFORM = sky130hd
export DESIGN_NAME = shiftAdd
export DESIGN_NICKNAME = shiftAdd
export VERILOG_FILES = /design/flow/design.v
export SDC_FILE = /design/flow/constraint.sdc
export NUM_CORES = 4
export LEC_CHECK = 1
export CORE_AREA = 10 10 85 85
export DIE_AREA = 0 0 95 95
==> /design/flow/constraint.sdc <==
current_design shiftAdd

set clk_period 4.1
set clk_io_pct 0.2

create_clock -name clk0 -period $clk_period [get_ports {clk}]

set non_clock_inputs [all_inputs -no_clocks]
set_input_delay [expr $clk_period * $clk_io_pct] -clock clk0 $non_clock_inputs
set_output_delay [expr $clk_period * $clk_io_pct] -clock clk0 [all_outputs]
==> load_flow_metrics.sql <==
-- metrics for the results database
INSERT INTO impl_metrics (metric_group, metric, value, unit) VALUES
('status', 'outcome', 'complete, no violations', ''),
('clocking', 'cts.repair.resized', '0', ''),
('synth', 'synth.cell_area', '619', 'um^2'),
('global_route', 'grt_pass1_vias', '438', ''),
('die', 'row_count', '27', ''),
('timing', 'worst_hold_slack', '1210', 'ps'),
('critical_path', 'worst_path_most_repeated_cell', 'fa_1', ''),
('clocking', 'holdBufCountCts', '0', ''),
('cells_and_area', 'fin_util', '0.172', ''),
('route', 'drt_first_iter_violations', '17', ''),
('route', 'route.detailed.drc', '0', ''),
('timing', 'hold_viol_final', '0', ''),
('flow_run', 'stage_log_warnings', '25', ''),
('die', 'chip_area', '9030', 'um^2'),
('critical_path', 'startpoint_type', 'input port', ''),
('critical_path', 'critical_path_required', '4210', 'ps'),
('clocking', 'postCtsSetupBuffers', '0', ''),
('timing', 'layout_setup_ws', '404', 'ps'),
('route', 'vias', '459', ''),
('placement', 'port-buffer-count', '17', ''),
('critical_path', 'critical_path.endpoint_type', 'flip-flop', ''),
('timing', 'peak_freq', '0.271', 'GHz'),
('clocking', 'clock_tree.htree_level_count', '1', ''),
('power_and_ir_drop', 'seq_power_share', '0.345', ''),
('power_and_ir_drop', 'power_per_cell_area', '273', 'nW/um^2'),
('synth', 'yosysChipArea', '619', 'um^2'),
('timing', 'post-route-period-util', '0.901', ''),
('route', 'drt-vias-per-instance', '2.92', ''),
('critical_path', 'crit_path_max_incr_delay', '520', 'ps'),
('power_and_ir_drop', 'pwr-share-clk', '0.345', ''),
('die', 'die_w', '95', 'um'),
('power_and_ir_drop', 'power.net_switching', '60.1', 'uW'),
('global_route', 'globalRouteOverflowTotal', '0', ''),
('cells_and_area', 'layout.cell_area.non_filler', '943', 'um^2'),
('placement', 'hpwl_after_detailed_placement', '1150', 'um'),
('timing', 'worst_slew_pin_slew', '326', 'ps'),
('die', 'die.size.y', '95', 'um'),
('route', 'drt-pass1-iter-count', '2', ''),
('global_route', 'grt_use_total', '0.0261', ''),
('hold_path', 'hold_path_origin', 'reset', ''),
('global_route', 'grt_first_pass_wirelength', '1910', 'um'),
('global_route', 'grt_antenna_before_repair', '0', ''),
('clocking', 'tritoncts', 'done', ''),
('power_and_ir_drop', 'relative_contribution_of_combinational_cells_to_total_power', '0.310', ''),
('synth', 'postSynthAreaPerCell', '9.99', 'um^2'),
('cells_and_area', 'fillCellCount', '625', ''),
('timing', 'final-setup-viol-count', '0', ''),
('hold_path', 'min_to', 'P[0]', ''),
('timing', 'slew_viol_final', '0', ''),
('route', 'routed_wl', '1270', 'um'),
('critical_path', 'crit_type', 'in2reg', ''),
('clocking', 'clock_path_buffers', '2', ''),
('route', 'route.antenna.remaining_nets', '0', ''),
('die', 'initial_utilization', '0.113', ''),
('cells_and_area', 'syn_to_final_growth', '52.3', '%'),
('power_and_ir_drop', 'static-leakage-power', '0.413', 'nW'),
('die', 'coreArea', '5470', 'um^2'),
('critical_path', 'cp_cell_sequence', 'clkdlybuf4s50_1 > and2_2 > fa_1 > inv_1 > fa_1 > inv_1 > ha_1 > fa_1 > a211oi_1 > o21bai_1 > o211a_1', ''),
('critical_path', 'critical_path_arrival', '3800', 'ps'),
('hold_path', 'min_delay_path_depth', '2', ''),
('timing', 'slew-limit-headroom', '0.781', ''),
('synth', 'synthCells', '62', ''),
('route', 'post_drt_wl_per_cell', '8.06', 'um'),
('hold_path', 'path_type_of_the_worst_min_delay_path', 'in2reg', ''),
('clocking', 'clkSinkCount', '8', ''),
('placement', 'gp_congestion', '0.767', ''),
('power_and_ir_drop', 'switching_share', '0.233', ''),
('synth', 'synth_cell_types', '16', ''),
('timing', 'tns', '0', 'ps'),
('critical_path', 'worstPathMaxFanout', '2', '');
-- critical path: cells and delay by family --
family / cells / cell delay (ps)
fa+ha+maj: 4 / 1670
simple gates: 1 / 210
buf+inv: 3 / 520
compound gates: 3 / 560
-- synth_stat cells --
library cell	number	area, um^2
o21bai_1	2	15.0
and2_2	2	15.0
nor2_1	3	11.3
o211a_1	2	20.0
and2_1	13	81.3
xnor2_1	1	8.76
inv_1	4	15.0
ha_1	10	125
o21ai_0	2	10.0
nor3_1	1	5.00
nor2_2	1	6.26
dfxtp_1	8	160
nor4_2	1	12.5
a211oi_1	2	15.0
nand2_1	5	18.8
fa_1	5	100
-- worst max-delay path by stage --
stage     from  depth (start not counted)   end
5_1_grt   B[0]                         11  P[7]
6_report  B[0]                         11  P[7]
4_1_cts   B[0]                         11  P[7]
-- area by class of cell --
| class | instances | area, um^2 | area share |
|---|---|---|---|
| clock buffers | 3 | 41.3 | 0.0438 |
| repair buffers | 20 | 193 | 0.204 |
| flip-flops and latches | 8 | 160 | 0.170 |
| well taps | 72 | 90.1 | 0.0955 |
| inverters | 4 | 15.0 | 0.0159 |
| multi-input cells | 50 | 444 | 0.471 |
-- layer usage --
| metal | GRT usage | wire (um) | vias to the layer above |
|---|---|---|---|
| met5 | 0 | 0 | - |
| met4 | 0.00873 | 43 | 0 |
| met3 | 0.0184 | 254 | 5 |
| met2 | 0.0332 | 391 | 18 |
| met1 | 0.0339 | 576 | 183 |
| li1 | - | - | 253 |
-- power groups by stage --
stage / Combinational, mW / Clock, mW / Sequential (mW)
after CTS: 0.0820 / 0.0923 / 0.0888
after global routing: 0.0927 / 0.0947 / 0.0893
final: 0.0799 / 0.0889 / 0.0888
-- cell families (layout without fill, tap and decap cells) --
| logic type | count (synthesis) | after routing | share of synthesized area |
|---|---|---|---|
| AOI/OAI and AO/OA | 8 | 8 | 0.0970 |
| adders and majority gates | 15 | 15 | 0.364 |
| DFF | 8 | 8 | 0.259 |
| buffers and inverters | 4 | 27 | 0.0242 |
| and+or+nand+nor | 26 | 26 | 0.242 |
| xor gates and xnor gates | 1 | 1 | 0.0141 |
-- layout by cell type, fill, tap and decap left out --
master | Yosys | layout
a211oi_1 | 2 | 2
and2_1 | 13 | 13
and2_2 | 2 | 2
buf_4 | 0 | 3
clkbuf_8 | 0 | 3
clkdlybuf4s50_1 | 0 | 17
dfxtp_1 | 8 | 8
fa_1 | 5 | 5
ha_1 | 10 | 10
inv_1 | 4 | 4
nand2_1 | 5 | 5
nor2_1 | 3 | 3
nor2_2 | 1 | 1
nor3_1 | 1 | 1
nor4_2 | 1 | 1
o211a_1 | 2 | 2
o21ai_0 | 2 | 2
o21bai_1 | 2 | 2
xnor2_1 | 1 | 1
-- metrics by stage --
step	cells	power, mW
5_1_grt	157	0.277
6_report	157	0.258
2_1_floorplan	62	0.131
3_5_place_dp	154	0.171
4_1_cts	157	0.263
3_3_place_gp	154	0.171
No activity file was given, so power comes from the tool's default toggle rates.
